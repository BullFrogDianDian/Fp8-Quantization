### /design/flow/design.v
module FloatMul8(
  input        clock,
  input        reset,
  input  [7:0] io_a,  
  input  [7:0] io_b,  
  output [7:0] io_c  
);
  wire  a_sign = io_a[7];  
  wire [3:0] a_exp = io_a[6:3];  
  wire [2:0] a_mant = io_a[2:0];  
  wire  b_sign = io_b[7];  
  wire [3:0] b_exp = io_b[6:3];  
  wire [2:0] b_mant = io_b[2:0];  
  wire  res_sign = a_sign ^ b_sign;  
  wire [3:0] a_mant_full = {1'h1,a_mant};  
  wire [3:0] b_mant_full = {1'h1,b_mant};  
  wire [7:0] mant_product = a_mant_full * b_mant_full;  
  wire  normalize = mant_product[7];  
  wire [2:0] norm_mant = normalize ? mant_product[6:4] : mant_product[5:3];  
  wire [4:0] exp_sum = a_exp + b_exp;  
  wire [5:0] _res_exp_T = exp_sum - 5'h7;  
  wire [5:0] _GEN_4 = {{5'd0}, normalize};  
  wire [5:0] res_exp = _res_exp_T + _GEN_4;  
  wire  a_zero = a_exp == 4'h0;  
  wire  b_zero = b_exp == 4'h0;  
  wire  a_inf = a_exp == 4'hf;  
  wire  b_inf = b_exp == 4'hf;  
  wire [7:0] _result_T = {res_sign,7'h0};  
  wire [7:0] _result_T_1 = {res_sign,4'hf,3'h0};  
  wire [7:0] _result_T_5 = {res_sign,res_exp[3:0],norm_mant};  
  wire [7:0] _GEN_0 = res_exp == 6'h0 | res_exp[4] ? _result_T : _result_T_5;  
  wire [7:0] _GEN_1 = res_exp >= 6'hf ? _result_T_1 : _GEN_0;  
  wire [7:0] _GEN_2 = a_inf | b_inf ? _result_T_1 : _GEN_1;  
  assign io_c = a_zero | b_zero ? _result_T : _GEN_2;  
endmodule
### /design/flow/run.sh
#!/bin/bash
# OpenROAD 26Q1-2900-gdf79404cd8, Yosys 0.63+post, stock flow scripts
make -C /OpenROAD-flow-scripts/flow DESIGN_CONFIG=/design/flow/config.mk WORK_HOME=/design/flow/orfs finish
### /design/flow/config.mk
export PLATFORM = sky130hd
export DESIGN_NAME = FloatMul8
export DESIGN_NICKNAME = FloatMul8
export VERILOG_FILES = /design/flow/design.v
export SDC_FILE = /design/flow/constraint.sdc
export NUM_CORES = 4
export LEC_CHECK = 1
export CORE_AREA = 10 10 77 77
export DIE_AREA = 0 0 87 87
### /design/flow/constraint.sdc
current_design FloatMul8

set clk_period 9.2
set clk_io_pct 0.2

create_clock -name clk0 -period $clk_period

set non_clock_inputs [all_inputs -no_clocks]
set_input_delay [expr $clk_period * $clk_io_pct] -clock clk0 $non_clock_inputs
set_output_delay [expr $clk_period * $clk_io_pct] -clock clk0 [all_outputs]
==> results.py <==
# Auto-generated metrics
metrics = {
    "final_layout": {
        "layout.area.comb_sq_um": 726,
        "final-seq-area_sq_um": 0,
        "areaGrowthSynthToFinish_pct": 36.8,
        "fillerInstances": 469,
        "final_layout_size_suffix_gt1_share_pct": 4.69,
        "finish.utilization_pct": 25.4,
        "clkbuf_count": 0,
        "nFlopsAndLatches": 0,
    },
    "power_and_ir_drop": {
        "p_int_uw": 54.2,
        "netSwitchingFraction_pct": 44.7,
        "share_clk_of_total_power_pct": 0,
        "cell_area_power_density_mw_per_mm2": 88.5,
        "switching_power_uw": 43.7,
        "leakagePower_nw": 0.494,
        "max_vdd_drop_uv": 19.7,
        "seq_power_share_pct": 0,
        "p_comb_share_pct": 100.0,
    },
    "worst_setup_path": {
        "arrival_ns": 6.74,
        "cp-start-kind": "primary input",
        "slowest_stage_cell_on_the_critical_path": "fa_1",
        "timing.critical_path.slowest_cell_delay_ns": 0.56,
        "cp.required_ns": 7.36,
        "path_max_fanout": 5,
        "crit_chain": "clkdlybuf4s50_1 > inv_1 > nor2_1 > fa_1 > inv_1 > fa_1 > inv_1 > ha_1 > nand4_1 > o21a_1 > a21oi_1 > nand2_1 > xnor2_1 > ha_1 > fa_1 > a21oi_1 > o21ba_2 > o221a_2 > nand4bb_1 > a21oi_1 > clkdlybuf4s50_1",
        "timing_worst_setup_path_type": "primary input to primary output",
        "critical_path.endpoint_type": "primary output",
    },
    "routing": {
        "finalWirelength_mm": 1.80,
        "n_antenna_cell": 0,
        "post_detailed_route_wirelength_per_cell_um": 10.0,
        "met1_length_um": 836,
        "highest-signal-layer": "met3",
        "met3WireLength_um": 150,
        "post_drt_via_cell_ratio": 4.26,
        "firstDrtPassIters": 4,
        "initialDrtViolationCount": 28,
        "antenna_violating_nets_post_route": 0,
        "via_count": 766,
        "dr_wl_met2_um": 813,
        "detail_route.drc_violations": 0,
    },
    "flow_run": {
        "log.warning_count": 36,
        "drv_cap": 0,
    },
    "global_routing": {
        "grt-ovfl-total": 0,
        "vias_in_the_first_global_route": 734,
        "track_usage_pct": 4.63,
        "grt_antenna_before_repair": 0,
        "grt_max_degree": 7,
        "wire_length_of_the_first_global_routing_pass_mm": 3.08,
    },
    "synth": {
        "synth-seq-area-share_pct": 0,
        "avgSynthCellArea_sq_um": 7.70,
        "synth-warning-count": 0,
        "most_common_cell": "inv_1",
        "yosysChipArea_sq_um": 808,
        "post-synth-top-area-cell": "ha_1",
        "synth.area.top_cells": "ha_1, fa_1, inv_1",
        "synth_top_area_share_pct": 24.8,
        "top_cells_by_count": "inv_1, ha_1, a21oi_1, fa_1, nor2_1",
        "yosys_cells": 105,
        "yosys.cell_types.count": 34,
        "mappedNetlistArea_sq_um": 808,
        "netlist_instances": 105,
    },
    "sta": {
        "fmax_ghz": 0.117,
        "finalSetupViolations": 0,
        "post-route-min-period_ns": 8.58,
        "whs_ns": 4.60,
        "worst_slew_margin_rel_pct": 66.7,
        "drv_slew": 0,
        "setup_slack_ns": 0.618,
        "rsz0062_at_grt": "no",
        "totalNegativeSetupSlack_ns": 0,
        "final_min_period_over_clock_period_pct": 93.3,
        "final_hold_viol_count": 0,
        "tightestPinTransition_ns": 0.494,
    },
    "floorplan": {
        "floorplan.die.height_um": 87,
        "core_footprint_sq_mm": 0.00435,
        "die-width_um": 87,
        "die_area_sq_mm": 0.00757,
        "top_level_ports": 26,
        "floorplan.rows": 24,
        "fp_util_pct": 18.6,
    },
    "place": {
        "dpl_worst_slack_ns": 0.561,
        "detailedPlacementHpwl_mm": 1.66,
        "numPortBuffers": 24,
        "gp_routability_congestion": 0.822,
    },
    "outcome": {
        "status": "complete, no violations",
    },
    "clock_network": {
        "cts_resized": 0,
        "holdBufCountCts": 0,
        "cts_post_setup_buffers_inserted": 0,
    },
    "worst_hold_path": {
        "holdCritStartpoint": "io_a[7]",
        "whs_endpoint": "io_c[7]",
        "worstHoldPathCells": 3,
        "worstHoldPathType": "primary input to primary output",
    },
}
-- kinds of logic (layout without fill, tap and decap cells) --
family          Yosys count  count (layout)  synth area share [%]
compound gates           29              29                  24.2
simple gates             28              28                  20.6
buf+inv                  21              44                  10.2
fa+ha+maj                22              22                  39.6
xor+xnor                  5               5                  5.42
-- worst max-delay path by stage --
stage | start | end
after global routing | io_a[1] | io_c[1]
after CTS | io_a[1] | io_c[1]
final | io_a[1] | io_c[1]
-- stage by stage --
step	std cells	cell area [sq um]	power, mW
floorplan	105	808	0.0612
global placement	180	1110	0.0994
detailed placement	180	1110	0.0995
CTS	180	1110	0.100
global route	180	1110	0.113
finish	180	1110	0.0979
-- placed cells by master (no fill, tap or decap), types with 2 or more instances in the layout --
cell             netlist  routed
inv_1                 20      20
or3_1                  4       4
nand2_1                2       2
a21oi_1               12      12
fa_1                   6       6
nand2b_1               2       2
o21ai_0                4       4
nand3_1                4       4
ha_1                  16      16
xnor2_1                4       4
nand4_1                2       2
o21a_1                 3       3
nor2_1                 5       5
clkdlybuf4s50_1        0      24
-- layout make-up --
cell class	count	area share (%)
multi-input combinational	84	65.6
timing repair buffer	24	21.7
inverter	20	6.79
tap	52	5.88
-- per-layer routing --
metal / vias up / global-route usage, %
li1: 421 / -
met2: 14 / 7.86
met5: - / 0
met3: 0 / 0.943
met1: 331 / 6.25
met4: 0 / 0
-- critical path: cells and delay by family --
family,cells,cell delay [ns]
adders and majority gates,5,1.94
buffers and inverters,5,1.16
AOI/OAI and AO/OA,6,1.22
xor gates and xnor gates,1,0.13
and+or+nand+nor,4,0.47
-- power groups by stage --
stage	Clock, mW	Sequential (mW)	Combinational [mW]
after CTS	0	0	0.100
after global routing	0	0	0.113
final	0	0	0.0979
Power and IR drop assume default switching activity.
